`config.mk`:
```
export PLATFORM = sky130hd
export DESIGN_NAME = Exercise2
export DESIGN_NICKNAME = Exercise2
export VERILOG_FILES = /design/flow/design.v
export SDC_FILE = /design/flow/constraint.sdc
export NUM_CORES = 4
export LEC_CHECK = 1
export CORE_AREA = 10 10 95 95
export DIE_AREA = 0 0 105 105
```
`constraint.sdc`:
```
current_design Exercise2

set clk_period 3.4
set clk_io_pct 0.2

create_clock -name clk0 -period $clk_period [get_ports {CLOCK_50}]

set non_clock_inputs [all_inputs -no_clocks]
set_input_delay [expr $clk_period * $clk_io_pct] -clock clk0 $non_clock_inputs
set_output_delay [expr $clk_period * $clk_io_pct] -clock clk0 [all_outputs]
```
`design.v`:
```
module Exercise2( 
	input CLOCK_50, 
	input [0:0] SW, 
	output [6:0] HEX5, HEX4, HEX3, HEX2, HEX1, HEX0);
	wire c = CLOCK_50;
	reg [39:0] mem = 40'h0987654321;
	wire [5:0] e; 
	wire [23:0] d; 
	RollingDisplay rd(.clk(c), .mem(mem), .fast(SW[0]), .d(d), .e(e));
	SSegEn s0(.bin(d[3:0]), .en(e[0]), .segs(HEX0)); 
	SSegEn s1(.bin(d[7:4]), .en(e[1]), .segs(HEX1)); 
	SSegEn s2(.bin(d[11:8]), .en(e[2]), .segs(HEX2)); 
	SSegEn s3(.bin(d[15:12]), .en(e[3]), .segs(HEX3)); 
	SSegEn s4(.bin(d[19:16]), .en(e[4]), .segs(HEX4)); 
	SSegEn s5(.bin(d[23:20]), .en(e[5]), .segs(HEX5)); 
endmodule
module RollingDisplay( 
	input clk, fast, 
	input [39:0] mem, 
	output reg [5:0] e, 
	output reg [23:0] d);
	localparam MaxCnt = 20_000;  
	localparam n = $clog2(MaxCnt); 
	localparam FastMC = 4_000;  
	reg [3:0] pos = 0, next_pos; 
	reg [n-1:0] cnt = 0, next_cnt; 
	always @(posedge clk) 
		{pos, cnt} <= {next_pos, next_cnt}; 
	always @(*) begin 
		next_cnt = cnt+1'd1; 
		next_pos = pos; 
		if (next_cnt >= (fast ? FastMC : MaxCnt)) begin 
			next_cnt = 0; 
			next_pos = pos+1'd1; 
		end 
	end
	always @(*) begin :need_name_to_define_local_variable 
		integer i; 
		for(i=0; i<=5; i=i+1) begin 
			e[i] = 0; 
			d[i*4 +: 4] = 4'bxxxx;  
			if ((1+i <= pos) && (pos <= 10+i)) begin 
				e[i] = 1; 
				d[i*4 +: 4] = mem[(pos-i-1)*4 +: 4]; 
			end 
		end 
	end 
endmodule
module SSegEn(
	input [3:0] bin, 
	input en, 
	output reg [6:0] segs); 
	always @(*) 
		if (en) 
			case (bin) 
				0: segs = 7'b100_0000; 
				1: segs = 7'b111_1001; 
				2: segs = 7'b010_0100; 
				3: segs = 7'b011_0000; 
				4: segs = 7'b001_1001; 
				5: segs = 7'b001_0010; 
				6: segs = 7'b000_0010; 
				7: segs = 7'b111_1000; 
				8: segs = 7'b000_0000; 
				9: segs = 7'b001_1000; 
				10: segs = 7'b000_1000; 
				11: segs = 7'b000_0011; 
				12: segs = 7'b100_0110; 
				13: segs = 7'b010_0001; 
				14: segs = 7'b000_0110; 
				15: segs = 7'b000_1110; 
			endcase 
		else segs = 7'b111_1111; 
endmodule
```
`run.sh`:
```
#!/bin/bash
# OpenROAD 26Q1-2900-gdf79404cd8, Yosys 0.63+post, stock flow scripts
make -C /OpenROAD-flow-scripts/flow DESIGN_CONFIG=/design/flow/config.mk WORK_HOME=/design/flow/orfs finish
```
==> impl_metrics.py <==
# Physical implementation metrics
metrics = {
    "run_status": {
        "status": "did not finish",
        "haltStage": "clock tree synthesis (4_1_cts)",
        "error_line": "[ERROR DPL-0036] Detailed placement failed.",
    },
    "yosys": {
        "ys_area_sq_um": 3640,
        "synth-edff-count": 4,
        "ys_types": 75,
        "synth-seq-cells": 19,
        "synth_area_per_cell_sq_um": 7.47,
        "synth_area_sq_um": 3640,
        "yosysSeqAreaShare_pct": 11.6,
        "syn_inst": 487,
        "yosysWarnings": 3,
        "synth_stat.cells": 487,
        "async_flop_share_pct": 0,
        "synthFlopType": "dfxtp_1",
    },
    "floorplanning": {
        "die_x_um": 105,
        "fp_util_pct": 52.7,
        "row_count": 30,
        "die_h_um": 105,
        "io_pins": 44,
    },
    "clocking": {
        "clk_path_buf_depth": 2,
        "htree_levels": 1,
        "cts-root-buf": "clkbuf_8",
        "cts_resized": 300,
        "cts_sinks": 19,
        "holdBufCountCts": 0,
        "post_cts_buffers": 75,
        "cts_buffers": 3,
    },
    "place": {
        "gp_congestion": 0.936,
        "place_hpwl_um": 8170,
        "dp_slack_ps": -289,
        "portBuffers": 43,
    },
}
kinds of logic after synthesis:
family	Yosys count	synth area share, %
mux	16	4.64
compound gates	123	23.4
xor+xnor	28	8.11
flops	19	11.6
simple gates	193	27.8
buf+inv	57	6.94
fa+ha+maj	51	17.5
synth_stat cells, drive strengths merged (7+ instances only):
cell type / n / area, sq um
inv: 32 / 120
o21ai: 38 / 194
nand3: 21 / 105
nand2: 46 / 173
and3: 7 / 43.8
nor2: 34 / 128
ha: 51 / 638
nor3: 17 / 85.1
nand4: 9 / 56.3
nor2b: 12 / 75.1
clkbuf: 8 / 30.0
xnor2: 19 / 189
and2: 9 / 56.3
xor2: 7 / 61.3
a21oi: 23 / 119
buf: 17 / 103
dfxtp: 15 / 300
mux2i: 12 / 124
stage by stage:
| stage | total power (uW) | cell area [sq um] | utilization [%] | std cells |
|---|---|---|---|---|
| global placement | 1300 | 5270 | 76.3 | 745 |
| detailed placement | 1320 | 5270 | 76.3 | 745 |
| floorplan | 838 | 3810 | - | 487 |
Power and IR drop assume default switching activity.
