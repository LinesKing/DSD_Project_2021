File: design/flow/design.v
`timescale 1ns/1ps
module MyMult1(input [3:0]x, output [19:0]y);
	 wire [4:0] x1 = 2 * x;
	 wire [9:0] x2 = x1 * x1; 
	 wire [14:0] x3 = x2 * x1;
	 assign y = x3 * x1; 
endmodule
module MyMult2(input [3:0]x, output [19:0]y);
	 wire [4:0] x1 = 2 * x;
	 wire [9:0] x2 = x1 * x1; 
	 assign y = x2 * x2;
endmodule
module MyPipeline(
	 input clk,
	 input [3:0] x,
	 output reg [19:0] y);
	 reg [3:0] xx;
	 wire [19:0] yy;
	 MyMult1 mult (.x(xx), .y(yy));
	 always @(posedge clk) begin
		 xx <= x;
		 y <= yy;
	 end
endmodule
module MyPipeline2(
	 input clk,
	 input [3:0] x,
	 output reg [19:0] y);
	 reg [3:0] x1;
	 wire [9:0] y1;
	 reg [9:0] x2;
	 wire [19:0] y2;
	 assign y1 = (2 * x1) * (2 * x1);
	 assign y2 = x2 * x2;
	 always @(posedge clk) begin
		 x1 <= x;
		 x2 <= y1;
		 y <= y2;
	 end
endmodule
File: design/flow/run.sh
#!/bin/bash
# OpenROAD 26Q1-2900-gdf79404cd8, Yosys 0.63+post, stock flow scripts
make -C /OpenROAD-flow-scripts/flow DESIGN_CONFIG=/design/flow/config.mk WORK_HOME=/design/flow/orfs finish
File: design/flow/config.mk
export PLATFORM = sky130hd
export DESIGN_NAME = MyPipeline2
export DESIGN_NICKNAME = MyPipeline2
export VERILOG_FILES = /design/flow/design.v
export SDC_FILE = /design/flow/constraint.sdc
export NUM_CORES = 4
export LEC_CHECK = 1
export CORE_UTILIZATION = 30
File: design/flow/constraint.sdc
current_design MyPipeline2

set clk_period 5.4
set clk_io_pct 0.2

create_clock -name clk0 -period $clk_period [get_ports {clk}]

set non_clock_inputs [all_inputs -no_clocks]
set_input_delay [expr $clk_period * $clk_io_pct] -clock clk0 $non_clock_inputs
set_output_delay [expr $clk_period * $clk_io_pct] -clock clk0 [all_outputs]
==> flow_summary.json <==
{
  "ys_types": 31,
  "drcViolationCount": 0,
  "path_max_fanout": 7,
  "pre_cts_ws_ns": 1.06,
  "synth_seq_share": 0.241,
  "routed-wl-met3_um": 88,
  "detail_route.iter0.violations": 43,
  "grt.overflow.total": 0,
  "syn_area_um2": 2160,
  "crit_path_end_kind": "flip-flop",
  "fp.coreArea_um2": 6870,
  "layout_top_cell": "inv_1",
  "ir_drop_v": 0.000134,
  "die.size.y_um": 86.8,
  "ys.flops": 26,
  "dr.pass1.iters": 4,
  "ant_nets": 0,
  "hold_class": "reg -> reg",
  "final_area_um2": 2510,
  "warning_count": 26,
  "cts_buffer_depth": 2,
  "grt_max_degree": 14,
  "gp_congestion": 0.805,
  "finalMaxSlewViolations": 0,
  "fin_crit_ns": 4.34,
  "status": "finished, final reports clean",
  "critPathKind": "reg -> reg",
  "power_mw": 0.856,
  "worstSkewPairLatency_ns": 0.26,
  "fp_util": 0.314,
  "highest-signal-layer": "met4",
  "setup_viol": 0,
  "drive_gt1_frac": 0.0160,
  "routed_via_density": 3.99,
  "worstSetupStartpointType": "flip-flop",
  "maxCapViolations": 0,
  "io-pin-count": 25,
  "ctsRootBufferMaster": "clkbuf_8",
  "die_w_um": 86.8,
  "io_buffers": 19,
  "clock-sinks": 26,
  "p_leak_nw": 1.27,
  "antenna_found_initial": 0,
  "placed_cell_area_um2": 2470,
  "yosys-stat-cells": 222,
  "synthCells": 222,
  "rows": 30,
  "yosysChipArea_um2": 2160,
  "hold_violations": 0,
  "synth.avg_cell_area_um2": 9.71,
  "die_area_um2": 7530,
  "power.density_nw_per_um2": 341,
  "grt_usage": 0.0937,
  "seqCellArea_um2": 520,
  "clock-skew-final_ns": 0.00814,
  "grt_pass1_vias": 1369,
  "areaGrowthSynthToFinish_pct": 16.5,
  "cts_buffers": 3,
  "rsz0062_at_grt": "false",
  "ys_warn_count": 1,
  "holdBufCountCts": 0,
  "fill_cells": 696,
  "fin_crit_sh": 0.803,
  "logic_area_um2": 1480,
  "num_antenna_cells": 0,
  "post_cts_buffers": 0,
  "fin_ws_ns": 1.06,
  "htreeDepth": 1,
  "postCtsResizedCells": 0,
  "clk_pin_slew_ns": 0.09,
  "cts_tree": "built",
  "dp_hpwl_um": 2550,
  "finalSetupTns_ns": 0,
  "grt_pass1_wl_um": 5560,
  "worstPathRequired_ns": 5.55,
  "final_cell_mix": "42 x inv_1, 35 x ha_1, 26 x dfxtp_1",
  "met1Wirelength_um": 1550,
  "wl_um": 2940,
  "wl_per_cell_um": 8.49,
  "worstPathArrival_ns": 4.49,
  "max_freq_ghz": 0.230,
  "vias": 1382,
  "dr_wl_met2_um": 1290
}
==> path summary, 6_finish.rpt <==
| kind | cells past startpoint | slack, ns | endpoint | start |
|---|---|---|---|---|
| setup / recovery | 14 | 1.06 | y[18] | x2[7] |
| hold / removal | 0 | 0.42 | x2[2] | x1[0] |
| setup reg to reg | 14 | 1.06 | y[18] | x2[7] |
| hold reg to reg | 0 | 0.42 | x2[2] | x1[0] |
==> worst max-delay path, cell delays in order, from the launching register on <==
cell	delay, ns
dfxtp_1	0.42
inv_1	0.12
nor2_1	0.21
fa_1	0.47
fa_1	0.54
inv_1	0.05
fa_1	0.50
fa_1	0.56
inv_1	0.04
ha_1	0.35
o21ai_0	0.11
o21ai_1	0.20
a2111oi_0	0.13
or3_1	0.39
xnor2_1	0.13
==> cell families after synthesis <==
family / synth area share
flip-flops: 0.241
adder cells (fa/ha/maj): 0.389
buffers and inverters: 0.0923
AND/OR/NAND/NOR: 0.120
AND-OR/OR-AND: 0.0702
multiplexers: 0.00464
other: 0.00174
XOR/XNOR: 0.0813
==> report_power, final <==
group	internal (mW)	switching, mW	total (mW)
combinational	0.254	0.234	0.489
clock	0.0498	0.0554	0.105
sequential	0.243	0.0190	0.262
==> per-stage QoR <==
stage          instances  utilization  hold slack (ns)
2_1_floorplan        234            -            0.371
3_3_place_gp         343        0.360            0.400
3_5_place_dp         343        0.360            0.409
4_1_cts              346        0.366            0.423
5_1_grt              346        0.366            0.440
6_report             346        0.366            0.416
==> state kept, by name (all words and copies together), names as in the netlist <==
signal / cells
x2: 7
y: 15
x1: 4
==> layout make-up <==
| type | count | share of cell area |
|---|---|---|
| Timing Repair Buffer | 19 | 0.0757 |
| Inverter | 42 | 0.0628 |
| Multi-Input combinational cell | 160 | 0.590 |
| Tap cell | 96 | 0.0478 |
| Sequential cell | 26 | 0.207 |
| Clock buffer | 3 | 0.0164 |
==> synthesized netlist by cell type <==
library cell	n	share of area
a2111oi_0	1	0.0041
a211oi_1	1	0.0035
a21o_1	4	0.014
a21oi_1	9	0.021
a311oi_1	1	0.0041
a31o_1	1	0.0041
a31oi_1	1	0.0029
and2_1	21	0.061
and3_1	1	0.0029
buf_4	5	0.017
clkbuf_1	1	0.0017
conb_1	1	0.0017
dfxtp_1	26	0.24
fa_1	20	0.19
ha_1	35	0.20
inv_1	42	0.073
mux2i_1	1	0.0046
nand2_1	9	0.016
nand2b_1	1	0.0029
nand3_1	3	0.0070
nand4_1	1	0.0029
nor2_1	4	0.0070
nor2b_1	5	0.015
o2111ai_1	1	0.0041
o21ai_0	2	0.0046
o21ai_1	2	0.0046
o21bai_1	1	0.0035
or2_2	1	0.0029
or3_1	1	0.0029
xnor2_1	14	0.057
xor2_1	6	0.024
==> per-layer routing <==
layer | vias to the layer above | GRT usage
met4 | 0 | 0.00303
met1 | 617 | 0.137
li1 | 741 | -
met5 | - | 0
met3 | 2 | 0.0155
met2 | 22 | 0.157
