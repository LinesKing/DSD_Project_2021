--- flow/config.mk ---
export PLATFORM = sky130hd
export DESIGN_NAME = Exercise5
export DESIGN_NICKNAME = Exercise5
export VERILOG_FILES = /design/flow/design.v
export SDC_FILE = /design/flow/constraint.sdc
export NUM_CORES = 4
export LEC_CHECK = 1
export CORE_UTILIZATION = 40
--- flow/constraint.sdc ---
current_design Exercise5

set clk_period 4.2
set clk_io_pct 0.2

create_clock -name clk0 -period $clk_period [get_ports {CLOCK_50}]

set non_clock_inputs [all_inputs -no_clocks]
set_input_delay [expr $clk_period * $clk_io_pct] -clock clk0 $non_clock_inputs
set_output_delay [expr $clk_period * $clk_io_pct] -clock clk0 [all_outputs]
--- flow/design.v ---
module Exercise1(
	input [0:0] SW,
	input CLOCK_50,
	output [7:0] cnt, cnt_raw,
	output [6:0] HEX5, HEX4, HEX1, HEX0);
	wire c = CLOCK_50;
	wire debounced_in, debounced_out;
	Synchroniser sync_in(.clk(c), .in(SW[0]), .out(debounced_in));
	Debouncer db(.clk(c), .in(debounced_in), .out(debounced_out));
	wire transDetec, transDetec_raw;
	TransitionDetector td(.clk(c), .in(debounced_out), .out(transDetec));
	TransitionDetector td_raw(.clk(c), .in(debounced_in), .out(transDetec_raw));
	Counter #(8) counter(.clk(c), .in(transDetec), .out(cnt));
	Counter #(8) counter_raw(.clk(c), .in(transDetec_raw), .out(cnt_raw));
	SSeg ss4(.bin(cnt[3:0]), .segs(HEX4));
	SSeg ss5(.bin(cnt[7:4]), .segs(HEX5));
	SSeg ss0(.bin(cnt_raw[3:0]), .segs(HEX0));
	SSeg ss1(.bin(cnt_raw[7:4]), .segs(HEX1));
endmodule	
module Synchroniser(clk, in, out);
	parameter n = 1;
	input clk;
	input [n-1:0] in;
	output reg [n-1:0] out;
	reg [n-1:0] buff;
	always @(posedge clk) begin
		buff <= in;
		out <= buff;
	end
endmodule
module TransitionDetector(input clk, in, output out);
	reg prev;
	always @(posedge clk)
		prev <= in;
	assign out = prev ^ in;
endmodule
module Counter
	#(parameter n = 1)
	(input clk, 
	input in, 
	output reg [n-1:0] out = 0);
	always @(posedge clk)
		if(in) out <= out + 1'b1;
endmodule
module SSeg (input [3:0] bin, output reg [6:0] segs);
    always @(*)
			case(bin)
				4'b0000: segs = ~7'b0111111;
				4'b0001: segs = ~7'b0000110;
				4'b0010: segs = ~7'b1011011;
				4'b0011: segs = ~7'b1001111;
				4'b0100: segs = ~7'b1100110;
				4'b0101: segs = ~7'b1101101;
				4'b0110: segs = ~7'b1111101;
				4'b0111: segs = ~7'b0000111;
				4'b1000: segs = ~7'b1111111;
				4'b1001: segs = ~7'b1101111;
				4'b1010: segs = ~7'b1110111;
				4'b1011: segs = ~7'b1111100;
				4'b1100: segs = ~7'b0111001;
				4'b1101: segs = ~7'b1011110;
				4'b1110: segs = ~7'b1111001;
				4'b1111: segs = ~7'b1110001;
			endcase
endmodule
module Debouncer(input clk, in, output reg out = 0);
	localparam millisecond = 50000;  
	localparam period = 10*millisecond;
	localparam size = $clog2(period);
	reg [size-1:0] cnt = 0, next_cnt;
	reg next_out;
	always @(posedge clk)
		{out, cnt} <= {next_out, next_cnt};
	always @(*) begin
		next_out = out;
		next_cnt = (in == out) ? 1'b0 : cnt + 1'b1;
		if (next_cnt == period) begin
			next_out = !out;
			next_cnt = 0;
		end
	end
endmodule
module Exercise2( 
	input CLOCK_50, 
	input [0:0] SW, 
	output [6:0] HEX5, HEX4, HEX3, HEX2, HEX1, HEX0);
	wire c = CLOCK_50;
	reg [39:0] mem = 40'h0987654321;
	wire [5:0] e; 
	wire [23:0] d; 
	RollingDisplay rd(.clk(c), .mem(mem), .fast(SW[0]), .d(d), .e(e));
	SSegEn s0(.bin(d[3:0]), .en(e[0]), .segs(HEX0)); 
	SSegEn s1(.bin(d[7:4]), .en(e[1]), .segs(HEX1)); 
	SSegEn s2(.bin(d[11:8]), .en(e[2]), .segs(HEX2)); 
	SSegEn s3(.bin(d[15:12]), .en(e[3]), .segs(HEX3)); 
	SSegEn s4(.bin(d[19:16]), .en(e[4]), .segs(HEX4)); 
	SSegEn s5(.bin(d[23:20]), .en(e[5]), .segs(HEX5)); 
endmodule
module RollingDisplay( 
	input clk, fast, 
	input [39:0] mem, 
	output reg [5:0] e, 
	output reg [23:0] d);
	localparam MaxCnt = 20_000;  
	localparam n = $clog2(MaxCnt); 
	localparam FastMC = 4_000;  
	reg [3:0] pos = 0, next_pos; 
	reg [n-1:0] cnt = 0, next_cnt; 
	always @(posedge clk) 
		{pos, cnt} <= {next_pos, next_cnt}; 
	always @(*) begin 
		next_cnt = cnt+1'd1; 
		next_pos = pos; 
		if (next_cnt >= (fast ? FastMC : MaxCnt)) begin 
			next_cnt = 0; 
			next_pos = pos+1'd1; 
		end 
	end
	always @(*) begin :need_name_to_define_local_variable 
		integer i; 
		for(i=0; i<=5; i=i+1) begin 
			e[i] = 0; 
			d[i*4 +: 4] = 4'bxxxx;  
			if ((1+i <= pos) && (pos <= 10+i)) begin 
				e[i] = 1; 
				d[i*4 +: 4] = mem[(pos-i-1)*4 +: 4]; 
			end 
		end 
	end 
endmodule
module SSegEn(
	input [3:0] bin, 
	input en, 
	output reg [6:0] segs); 
	always @(*) 
		if (en) 
			case (bin) 
				0: segs = 7'b100_0000; 
				1: segs = 7'b111_1001; 
				2: segs = 7'b010_0100; 
				3: segs = 7'b011_0000; 
				4: segs = 7'b001_1001; 
				5: segs = 7'b001_0010; 
				6: segs = 7'b000_0010; 
				7: segs = 7'b111_1000; 
				8: segs = 7'b000_0000; 
				9: segs = 7'b001_1000; 
				10: segs = 7'b000_1000; 
				11: segs = 7'b000_0011; 
				12: segs = 7'b100_0110; 
				13: segs = 7'b010_0001; 
				14: segs = 7'b000_0110; 
				15: segs = 7'b000_1110; 
			endcase 
		else segs = 7'b111_1111; 
endmodule
module Exercise3( 
	input CLOCK_50, 
	input [2:1] KEY, 
	input reset,
	output reg [3:0] num,
	output reg [3:0] addr,
	output [6:0] HEX5, HEX4, HEX3, HEX2, HEX1, HEX0); 
	wire c = CLOCK_50; 
	wire [1:0] in; 
	Synchroniser #(2) sync(.clk(c), .in(~KEY[2:1]), .out(in)); 
	wire inc, nxt; 
	RisingEdgeDetector red1(.clk(c), .in(in[1]), .out(inc)); 
	RisingEdgeDetector red0(.clk(c), .in(in[0]), .out(nxt)); 
	wire we; 
	wire [39:0] mem_in, mem;
	wire [5:0] e; 
	wire [23:0] d; 
	Memory #(40) memory(.clk(c), .reset(reset), .we(we), 
		.data_in(mem_in), .data_out(mem)); 
	EditMemory em(.clk(c), .inc(inc), .nxt(nxt), .reset(reset), 
		.we(we), .mem_in(mem_in), .mem(mem), .e(e), .d(d));
	always @(*) addr = d[19]*4'd8 + d[18]*4'd4 + d[17]*4'd2 + d[16]*4'd1;
	always @(*) num = d[3]*4'd8 + d[2]*4'd4 + d[1]*4'd2 + d[0]*4'd1;
	SSegEn s0(.bin(d[3:0]), .en(e[0]), .segs(HEX0)); 
	SSegEn s1(.bin(d[7:4]), .en(e[1]), .segs(HEX1)); 
	SSegEn s2(.bin(d[11:8]), .en(e[2]), .segs(HEX2)); 
	SSegEn s3(.bin(d[15:12]), .en(e[3]), .segs(HEX3)); 
	SSegEn s4(.bin(d[19:16]), .en(e[4]), .segs(HEX4)); 
	SSegEn s5(.bin(d[23:20]), .en(e[5]), .segs(HEX5)); 
endmodule
module RisingEdgeDetector(input clk, in, output out); 
	reg prev; 
	always @(posedge clk) 
		prev <= in; 
	assign out = !prev && in; 
endmodule
module Memory
	#(parameter bits = 1)
	(input clk, we, reset, 
	input [bits-1:0] data_in, 
	output [bits-1:0] data_out);
	reg [bits-1:0] mem;
	always @(posedge clk)
		if (reset) mem <= 0; 
		else if (we) mem <= data_in;
	assign data_out = mem; 
endmodule
module EditMemory( 
	input clk, inc, nxt, reset,
	output reg we = 0, 
	output reg [39:0] mem_in = 0, 
	input [39:0] mem, 
	output [5:0] e, 
	output [23:0] d);
	reg [3:0] addr = 0, next_addr; 
	reg next_we; 
	reg [39:0] next_mem_in;
	always @(posedge clk) {addr, we, mem_in} <= reset ? {4'd0, 1'd0, 40'bx} 
		: {next_addr, next_we, next_mem_in};
	always @(*) begin 
		next_we = 0; 
		next_mem_in = 40'bx; 
		next_addr = addr; 
		if (inc) begin 
			next_mem_in = mem; 
			next_mem_in[addr*4 +: 4] = (mem[addr*4 +: 4] + 1'd1) % 4'd10; 
			next_we = 1; 
		end 
		else if (nxt) 
			next_addr = (addr + 1'd1) % 4'd10; 
	end
	wire [3:0] d0 = mem[addr*4 +: 4]; 
	wire [3:0] d4 = (addr + 1'd1) % 4'd10; 
	wire [3:0] d5 = (addr + 1'd1) / 4'd10; 
	assign e = 6'b11_0001; 
	assign d = {d5, d4, {3{4'bx}}, d0}; 
endmodule	
module Exercise4(input CLOCK_50, input [3:3] KEY, output [9:0] LEDR);
	wire c = CLOCK_50; 
	assign LEDR[9:4] = 0;
	wire in; 
	Synchroniser sync(.clk(c), .in(!KEY[3]), .out(in));
	wire [1:0] mode; 
	ModeSelector ms(.clk(c), .in(in), .mode(mode));
	genvar i; 
	generate 
		for(i=0; i<=3; i=i+1) begin :leds 
			assign LEDR[i] = (mode == i); 
		end 
	endgenerate 
endmodule
module ModeSelector(input clk, in, output reg [1:0] mode); 
	localparam millisecond = 50; 
	localparam half_second = 500*millisecond; 
	localparam two_seconds = 4*half_second; 
	localparam size = $clog2(two_seconds);  
	reg [size-1:0] cnt = 0, next_cnt; 
	reg [1:0] next_mode; 
	always @(posedge clk) {mode, cnt} <= {next_mode, next_cnt}; 
	always @(*) begin 
		next_cnt = cnt+1'b1; 
		next_mode = mode; 
		if (in) begin 
			if (cnt == millisecond) next_mode = (mode == 2'd0) ? 2'd1 : 2'd0; 
			if (cnt == half_second) next_mode = 2'd2; 
			if (cnt >= two_seconds) begin 
				next_cnt = cnt; 
				next_mode = 2'd3; 
			end 
		end 
		else begin 
			next_cnt = 0; 
			if (cnt >= two_seconds) next_mode = 2'd0; 
		end 
	end 
endmodule
module Exercise5( 
	input CLOCK_50, 
	input [3:1] KEY, 
	output [9:0] LEDR,
	output reg [3:0] num,
	output reg [3:0] addr,	
	output [6:0] HEX5, HEX4, HEX3, HEX2, HEX1, HEX0); 
	wire c = CLOCK_50; 
	assign LEDR[9:4] = 0; 
	wire [2:0] in; 
	Synchroniser #(3) sync(.clk(c), .in(~KEY[3:1]), .out(in)); 
	wire [1:0] mode; 
	ModeSelector ms(.clk(c), .in(in[2]), .mode(mode)); 
	wire reset = (mode == 2'd3); 
	genvar i; 
	generate for(i=0; i<=3; i=i+1) begin :leds 
			assign LEDR[i] = (mode == i); 
		end 
	endgenerate 
	wire inc, nxt; 
	RisingEdgeDetector red1(.clk(c), .in(in[1]), .out(inc)); 
	RisingEdgeDetector red0(.clk(c), .in(in[0]), .out(nxt)); 
	wire we; 
	wire [39:0] mem_in, mem; 
	wire [5:0] e; 
	wire [23:0] d; 
	Memory #(40) memory(.clk(c), .reset(reset), .we(we), .data_in(mem_in), .data_out(mem)); 
	EditMemory em(.clk(c), .inc(inc), .nxt(nxt), .reset(reset), .we(we), .mem_in(mem_in), .mem(mem), .e(e), .d(d)); 
	always @(*) addr = d[19]*4'd8 + d[18]*4'd4 + d[17]*4'd2 + d[16]*4'd1;
	always @(*) num = d[3]*4'd8 + d[2]*4'd4 + d[1]*4'd2 + d[0]*4'd1;
	SSegEn s0(.bin(d[3:0]), .en(e[0]), .segs(HEX0)); 
	SSegEn s1(.bin(d[7:4]), .en(e[1]), .segs(HEX1)); 
	SSegEn s2(.bin(d[11:8]), .en(e[2]), .segs(HEX2)); 
	SSegEn s3(.bin(d[15:12]), .en(e[3]), .segs(HEX3)); 
	SSegEn s4(.bin(d[19:16]), .en(e[4]), .segs(HEX4));
	SSegEn s5(.bin(d[23:20]), .en(e[5]), .segs(HEX5)); 
endmodule
--- flow/run.sh ---
#!/bin/bash
# OpenROAD 26Q1-2900-gdf79404cd8, Yosys 0.63+post, stock flow scripts
make -C /OpenROAD-flow-scripts/flow DESIGN_CONFIG=/design/flow/config.mk WORK_HOME=/design/flow/orfs finish
==> results.sh <==
# physical design summary
export IMPL_status="finished, final reports clean"
export IMPL_slew_viol_final=0
export IMPL_p_sw_uw=2435
export IMPL_largest_area_cell="dfxtp_1"
export IMPL_clock_latency_ns=0.41
export IMPL_p_leak_uw=0.002838
export IMPL_cts_sinks=114
export IMPL_clk_pin_slew_worst_paths_ns=0.06
export IMPL_cp_num_buf_inv=2
export IMPL_final_setup_skew_ns=0.006540
export IMPL_p_int_uw=4083
export IMPL_first_global_vias=3868
export IMPL_worst_path_max_fanout=10
export IMPL_syn_to_final_growth_pct=19.55
export IMPL_track_usage_pct=17.24
export IMPL_switching_share_pct=37.35
export IMPL_die_area_sq_um=14490
export IMPL_cap_violations=0
export IMPL_drt_iter0_drc=226
export IMPL_drcViolationCount=0
export IMPL_hpwl_um=7872
export IMPL_firstDrtPassIters=7
export IMPL_worst_pin_slew_ns=0.8727
export IMPL_avgSynthCellArea_sq_um=9.517
export IMPL_hold_viol_final=0
export IMPL_place_ws_ns=0.2837
export IMPL_grt_ovfl_total=0
export IMPL_cp_startpoint="em.addr[0]$_SDFFE_PP0P_"
export IMPL_area_leaders="dfxtp_1 41%, mux2i_1 10%, nor2_1 5.0%, ha_1 4.9%, a22o_1 4.8%"
export IMPL_ant_nets=0
export IMPL_min_period_ns=4.034
export IMPL_vdd_drop_max_uv=395.1
export IMPL_final_cell_mix="109 x dfxtp_1, 74 x nor2_1, 58 x mux2i_1"
export IMPL_port_buffers=33
export IMPL_edf_count=0
export IMPL_initCoreUtil_pct=41.67
export IMPL_hold_class="flop to flop"
export IMPL_start_kind="flop"
export IMPL_ctsHoldBuffers=0
export IMPL_timing_hold_ws_ns=0.3247
export IMPL_diodes=0
export IMPL_rsz0062_at_grt="no"
export IMPL_reg2reg_from="em.addr[0]$_SDFFE_PP0P_"
export IMPL_syn_inst=589
export IMPL_tool_warnings=40
export IMPL_combPwrFrac_pct=54.3
export IMPL_antenna_found_initial=0
export IMPL_layout_drive_gt1_share_pct=13.41
export IMPL_fin_ws_ns=0.1661
export IMPL_ys_types=54
export IMPL_grt_max_degree=48
export IMPL_placementRows=42
export IMPL_cp_end_kind="output port"
export IMPL_synth_main_ff_cell="dfxtp_1"
export IMPL_die_height_um=120.4
export IMPL_seqPwrFrac_pct=23.7
export IMPL_max_slew_margin_rel_pct=41.69
export IMPL_fp_dieW_um=120.4
export IMPL_min_delay_start="sync.buff[1]$_DFF_P_"
export IMPL_synth_async_reset_ratio_pct=0
export IMPL_worstPathCellList="buf_12, mux4_2, a2bb2oi_1, a32oi_2, ha_2, mux2i_1, a221o_1, clkdlybuf4s50_1"
export IMPL_fmaxAchievable_mhz=247.9
export IMPL_wl_per_cell_um=14.81
export IMPL_gp_congestion=0.9111
export IMPL_tritoncts="done"
export IMPL_cp_required_ns=3.36
export IMPL_io_pin_count=64
export IMPL_synth_seq_share_pct=40.71
export IMPL_finalPower_uw=6518
export IMPL_num_vias=4179
export IMPL_cts_buffer_depth=2
export IMPL_worstSetupPathType="flop to output port"
export IMPL_critical_path_max_stage_delay_ns=0.49
export IMPL_grt_pass1_wl_um=19540
export IMPL_ys_ff=114
export IMPL_cts_inserted_buffers=17
export IMPL_netlist_area_leader_share_pct=40.71
export IMPL_period_used_pct=96.05
export IMPL_setup_viol=0
export IMPL_cp_top_family="AND-OR/OR-AND gates"
export IMPL_cp_arrival_ns=3.19
export IMPL_viasPerCell=5.159
export IMPL_p_per_area_nw_per_um2=972.6
export IMPL_routed_wl_um=12000
export IMPL_setup_tns_ns=0
export IMPL_yosysCellCount=589
export IMPL_yosys_area_sq_um=5605
export IMPL_layout_top_cell="dfxtp_1"
export IMPL_crit_path_top_delay_cell="mux4_2"
export IMPL_yosys_warnings=7
export IMPL_synthesis_area_sq_um=5605
export IMPL_fillers=1188
export IMPL_clockRootBuffer="clkbuf_16"
export IMPL_htree_levels=4
export IMPL_clockPowerShare_pct=22.0
export IMPL_fp_coreArea_sq_um=13450
[cell usage after synthesis, drive strengths merged (10+ instances only)]
master  number
nor2        74
nor3        10
a22o        31
inv         25
nand2       26
ha          22
mux2        17
clkbuf      18
nand3       19
xnor2       11
dfxtp      114
mux2i       58
o21ai       14
buf         46
[layer usage]
metal  GRT usage [%]  share of wire, %  vias to the layer above
met2           27.48                46                      101
met5               0                 0                        -
met4           2.238               1.2                        0
li1                -                 -                     2077
met1           25.47                48                     1986
met3           3.468               4.6                       15
[registers in the layout, summed over array words and instances (netlist names)]
signal / cells
em.we: 1
red1.prev: 1
memory.mem: 40
red0.prev: 1
ms.cnt: 17
sync.out: 3
em.mem_in: 40
em.addr: 4
ms.mode: 4
sync.buff: 3
[through the flow]
step                      cells  cell area, sq um  utilization, %
after floorplan             617              5710               -
after global placement      776              5982           44.47
after detailed placement    776              5982           44.47
after CTS                   808              6601           49.07
after global routing        810              6701           49.81
final                       810              6701           49.81
[final timing paths]
kind                                         endpoint  slack (ns)  cells past startpoint
worst max-delay path                          HEX0[3]        0.17                      8
worst min register to register    sync.out[1]$_DFF_P_        0.32                      0
worst max register to register  em.mem_in[10]$_DFF_P_        0.86                     10
worst min-delay path              sync.out[1]$_DFF_P_        0.32                      0
[what timing repair did]
item,4_1_cts,5_1_grt
resized,10,15
buffers inserted,0,1
cloned,0,1
pin swaps,1,3
endpoints found under the setup margin,5,7
[layout make-up]
class / instances / area [sq um] / area share [%]
well taps: 176 / 220.2 / 3.286
flip-flops and latches: 114 / 2291 / 34.19
inverters: 25 / 93.84 / 1.400
repair buffers: 49 / 490.5 / 7.319
multi-input cells: 414 / 3012 / 44.94
clock inverters: 13 / 161.4 / 2.409
clock buffers: 19 / 432.9 / 6.460
[worst register-to-register path: cells and delay by family, from the launching register on]
family          cells  cell delay (ns)
xor+xnor            1             0.28
buf+inv             2             0.33
fa+ha+maj           2             0.63
compound gates      4             1.15
mux                 1             0.49
flops               1             0.39
[cell families after synthesis]
family / synth area share [%]
buffers and inverters: 8.549
AOI/OAI and AO/OA: 11.96
other: 0.1340
DFF: 40.71
adders and majority gates: 4.911
and+or+nand+nor: 15.69
xor gates and xnor gates: 2.656
muxes: 15.38
[power groups by stage]
stage	Combinational (uW)	Sequential (uW)	Clock, uW
4_1_cts	3400	1540	1460
5_1_grt	3860	1580	1510
6_report	3540	1550	1430
