## ./config.mk

```make
export PLATFORM = sky130hd
export DESIGN_NAME = Exercise3
export DESIGN_NICKNAME = Exercise3
export VERILOG_FILES = /design/flow/design.v
export SDC_FILE = /design/flow/constraint.sdc
export NUM_CORES = 4
export LEC_CHECK = 1
export CORE_UTILIZATION = 50
```

## ./constraint.sdc

```tcl
current_design Exercise3

set clk_period 4.9
set clk_io_pct 0.2

create_clock -name clk0 -period $clk_period [get_ports {CLOCK_50}]

set non_clock_inputs [all_inputs -no_clocks]
set_input_delay [expr $clk_period * $clk_io_pct] -clock clk0 $non_clock_inputs
set_output_delay [expr $clk_period * $clk_io_pct] -clock clk0 [all_outputs]
```

## ./design.v

```verilog
module Exercise1(
	input [0:0] SW,
	input CLOCK_50,
	output [7:0] cnt, cnt_raw,
	output [6:0] HEX5, HEX4, HEX1, HEX0);
	wire c = CLOCK_50;
	wire debounced_in, debounced_out;
	Synchroniser sync_in(.clk(c), .in(SW[0]), .out(debounced_in));
	Debouncer db(.clk(c), .in(debounced_in), .out(debounced_out));
	wire transDetec, transDetec_raw;
	TransitionDetector td(.clk(c), .in(debounced_out), .out(transDetec));
	TransitionDetector td_raw(.clk(c), .in(debounced_in), .out(transDetec_raw));
	Counter #(8) counter(.clk(c), .in(transDetec), .out(cnt));
	Counter #(8) counter_raw(.clk(c), .in(transDetec_raw), .out(cnt_raw));
	SSeg ss4(.bin(cnt[3:0]), .segs(HEX4));
	SSeg ss5(.bin(cnt[7:4]), .segs(HEX5));
	SSeg ss0(.bin(cnt_raw[3:0]), .segs(HEX0));
	SSeg ss1(.bin(cnt_raw[7:4]), .segs(HEX1));
endmodule	
module Synchroniser(clk, in, out);
	parameter n = 1;
	input clk;
	input [n-1:0] in;
	output reg [n-1:0] out;
	reg [n-1:0] buff;
	always @(posedge clk) begin
		buff <= in;
		out <= buff;
	end
endmodule
module TransitionDetector(input clk, in, output out);
	reg prev;
	always @(posedge clk)
		prev <= in;
	assign out = prev ^ in;
endmodule
module Counter
	#(parameter n = 1)
	(input clk, 
	input in, 
	output reg [n-1:0] out = 0);
	always @(posedge clk)
		if(in) out <= out + 1'b1;
endmodule
module SSeg (input [3:0] bin, output reg [6:0] segs);
    always @(*)
			case(bin)
				4'b0000: segs = ~7'b0111111;
				4'b0001: segs = ~7'b0000110;
				4'b0010: segs = ~7'b1011011;
				4'b0011: segs = ~7'b1001111;
				4'b0100: segs = ~7'b1100110;
				4'b0101: segs = ~7'b1101101;
				4'b0110: segs = ~7'b1111101;
				4'b0111: segs = ~7'b0000111;
				4'b1000: segs = ~7'b1111111;
				4'b1001: segs = ~7'b1101111;
				4'b1010: segs = ~7'b1110111;
				4'b1011: segs = ~7'b1111100;
				4'b1100: segs = ~7'b0111001;
				4'b1101: segs = ~7'b1011110;
				4'b1110: segs = ~7'b1111001;
				4'b1111: segs = ~7'b1110001;
			endcase
endmodule
module Debouncer(input clk, in, output reg out = 0);
	localparam millisecond = 50000;  
	localparam period = 10*millisecond;
	localparam size = $clog2(period);
	reg [size-1:0] cnt = 0, next_cnt;
	reg next_out;
	always @(posedge clk)
		{out, cnt} <= {next_out, next_cnt};
	always @(*) begin
		next_out = out;
		next_cnt = (in == out) ? 1'b0 : cnt + 1'b1;
		if (next_cnt == period) begin
			next_out = !out;
			next_cnt = 0;
		end
	end
endmodule
module Exercise2( 
	input CLOCK_50, 
	input [0:0] SW, 
	output [6:0] HEX5, HEX4, HEX3, HEX2, HEX1, HEX0);
	wire c = CLOCK_50;
	reg [39:0] mem = 40'h0987654321;
	wire [5:0] e; 
	wire [23:0] d; 
	RollingDisplay rd(.clk(c), .mem(mem), .fast(SW[0]), .d(d), .e(e));
	SSegEn s0(.bin(d[3:0]), .en(e[0]), .segs(HEX0)); 
	SSegEn s1(.bin(d[7:4]), .en(e[1]), .segs(HEX1)); 
	SSegEn s2(.bin(d[11:8]), .en(e[2]), .segs(HEX2)); 
	SSegEn s3(.bin(d[15:12]), .en(e[3]), .segs(HEX3)); 
	SSegEn s4(.bin(d[19:16]), .en(e[4]), .segs(HEX4)); 
	SSegEn s5(.bin(d[23:20]), .en(e[5]), .segs(HEX5)); 
endmodule
module RollingDisplay( 
	input clk, fast, 
	input [39:0] mem, 
	output reg [5:0] e, 
	output reg [23:0] d);
	localparam MaxCnt = 20_000;  
	localparam n = $clog2(MaxCnt); 
	localparam FastMC = 4_000;  
	reg [3:0] pos = 0, next_pos; 
	reg [n-1:0] cnt = 0, next_cnt; 
	always @(posedge clk) 
		{pos, cnt} <= {next_pos, next_cnt}; 
	always @(*) begin 
		next_cnt = cnt+1'd1; 
		next_pos = pos; 
		if (next_cnt >= (fast ? FastMC : MaxCnt)) begin 
			next_cnt = 0; 
			next_pos = pos+1'd1; 
		end 
	end
	always @(*) begin :need_name_to_define_local_variable 
		integer i; 
		for(i=0; i<=5; i=i+1) begin 
			e[i] = 0; 
			d[i*4 +: 4] = 4'bxxxx;  
			if ((1+i <= pos) && (pos <= 10+i)) begin 
				e[i] = 1; 
				d[i*4 +: 4] = mem[(pos-i-1)*4 +: 4]; 
			end 
		end 
	end 
endmodule
module SSegEn(
	input [3:0] bin, 
	input en, 
	output reg [6:0] segs); 
	always @(*) 
		if (en) 
			case (bin) 
				0: segs = 7'b100_0000; 
				1: segs = 7'b111_1001; 
				2: segs = 7'b010_0100; 
				3: segs = 7'b011_0000; 
				4: segs = 7'b001_1001; 
				5: segs = 7'b001_0010; 
				6: segs = 7'b000_0010; 
				7: segs = 7'b111_1000; 
				8: segs = 7'b000_0000; 
				9: segs = 7'b001_1000; 
				10: segs = 7'b000_1000; 
				11: segs = 7'b000_0011; 
				12: segs = 7'b100_0110; 
				13: segs = 7'b010_0001; 
				14: segs = 7'b000_0110; 
				15: segs = 7'b000_1110; 
			endcase 
		else segs = 7'b111_1111; 
endmodule
module Exercise3( 
	input CLOCK_50, 
	input [2:1] KEY, 
	input reset,
	output reg [3:0] num,
	output reg [3:0] addr,
	output [6:0] HEX5, HEX4, HEX3, HEX2, HEX1, HEX0); 
	wire c = CLOCK_50; 
	wire [1:0] in; 
	Synchroniser #(2) sync(.clk(c), .in(~KEY[2:1]), .out(in)); 
	wire inc, nxt; 
	RisingEdgeDetector red1(.clk(c), .in(in[1]), .out(inc)); 
	RisingEdgeDetector red0(.clk(c), .in(in[0]), .out(nxt)); 
	wire we; 
	wire [39:0] mem_in, mem;
	wire [5:0] e; 
	wire [23:0] d; 
	Memory #(40) memory(.clk(c), .reset(reset), .we(we), 
		.data_in(mem_in), .data_out(mem)); 
	EditMemory em(.clk(c), .inc(inc), .nxt(nxt), .reset(reset), 
		.we(we), .mem_in(mem_in), .mem(mem), .e(e), .d(d));
	always @(*) addr = d[19]*4'd8 + d[18]*4'd4 + d[17]*4'd2 + d[16]*4'd1;
	always @(*) num = d[3]*4'd8 + d[2]*4'd4 + d[1]*4'd2 + d[0]*4'd1;
	SSegEn s0(.bin(d[3:0]), .en(e[0]), .segs(HEX0)); 
	SSegEn s1(.bin(d[7:4]), .en(e[1]), .segs(HEX1)); 
	SSegEn s2(.bin(d[11:8]), .en(e[2]), .segs(HEX2)); 
	SSegEn s3(.bin(d[15:12]), .en(e[3]), .segs(HEX3)); 
	SSegEn s4(.bin(d[19:16]), .en(e[4]), .segs(HEX4)); 
	SSegEn s5(.bin(d[23:20]), .en(e[5]), .segs(HEX5)); 
endmodule
module RisingEdgeDetector(input clk, in, output out); 
	reg prev; 
	always @(posedge clk) 
		prev <= in; 
	assign out = !prev && in; 
endmodule
module Memory
	#(parameter bits = 1)
	(input clk, we, reset, 
	input [bits-1:0] data_in, 
	output [bits-1:0] data_out);
	reg [bits-1:0] mem;
	always @(posedge clk)
		if (reset) mem <= 0; 
		else if (we) mem <= data_in;
	assign data_out = mem; 
endmodule
module EditMemory( 
	input clk, inc, nxt, reset,
	output reg we = 0, 
	output reg [39:0] mem_in = 0, 
	input [39:0] mem, 
	output [5:0] e, 
	output [23:0] d);
	reg [3:0] addr = 0, next_addr; 
	reg next_we; 
	reg [39:0] next_mem_in;
	always @(posedge clk) {addr, we, mem_in} <= reset ? {4'd0, 1'd0, 40'bx} 
		: {next_addr, next_we, next_mem_in};
	always @(*) begin 
		next_we = 0; 
		next_mem_in = 40'bx; 
		next_addr = addr; 
		if (inc) begin 
			next_mem_in = mem; 
			next_mem_in[addr*4 +: 4] = (mem[addr*4 +: 4] + 1'd1) % 4'd10; 
			next_we = 1; 
		end 
		else if (nxt) 
			next_addr = (addr + 1'd1) % 4'd10; 
	end
	wire [3:0] d0 = mem[addr*4 +: 4]; 
	wire [3:0] d4 = (addr + 1'd1) % 4'd10; 
	wire [3:0] d5 = (addr + 1'd1) / 4'd10; 
	assign e = 6'b11_0001; 
	assign d = {d5, d4, {3{4'bx}}, d0}; 
endmodule	
```

## ./run.sh

```bash
#!/bin/bash
# OpenROAD 26Q1-2900-gdf79404cd8, Yosys 0.63+post, stock flow scripts
make -C /OpenROAD-flow-scripts/flow DESIGN_CONFIG=/design/flow/config.mk WORK_HOME=/design/flow/orfs finish
```

==> run summary <==
run metrics: PwrDens 279 nW/um2, Rows 34, RSZ-0062 raised after global routing no, Seq share, synth 0.392, DRT iter0 DRCs about 160, CORE AREA 8850 um2, Skew-Pair Late Insertion Delay ~360 ps, Post-CTS Setup Inserts 0, Port Buf Inserts 29, initial antenna violation count 0, die area 9690 um2, Synth flops 91, Tot GR Track Use 0.217, EDFF count, synth 0, internal power 0.00102 W, setup TNS 0 ps, root buffer cell clkbuf_8, Max VDD drop 0.000119 V, synthesized area 4650 um2, Avg Inst Size Synth 9.18 um2, global-route wire length before repair 16.1 mm, switch share 0.269, post-route cell area 5000 um2, worst setup path class reg2out, CP required 3920 ps, Final Hold Slack 335 ps, CTS max path bufs 2, ys async rst share 0, final hold vios 0, drt wl/cell ~15 um, arrival time at the worst endpoint 3640 ps, ys cells 507, worst-path fanout max 14, Worst Setup EP HEX4[3], count of final max-slew check failures 0, Die Y 98.5 um, grt ovf 0, Die Span X about 100 um, Tmin final 4620 ps, Commonest flop dfxtp_1, total wire length 9.76 mm, Log Warnings 39, fp util 0.526, Slew headroom 0.436, Switch Pwr 0.000376 W, Cell Type Count 58, Area leader share 0.392, combinational power share 0.136, pin count of the biggest net entering global routing 46, antenna cells 0, crit path from em.addr[1], Synth-to-Final Area Change 7.56%, worst reg2reg path endpoint em.mem_in[2], Reg power frac 0.539, Final ANT Viol Nets 0, number of global-route vias before repair 3175, filler instances between 800 and 900, # IOs 54, setup violators final 0, residual DRC count 0, clock skew 14.2 ps, Worst Setup End Kind output port, leakage about 1.9 nW, CTS tree yes, routability congestion estimate between 0.9 and 1, cycle use final 0.944, PostCTS Resize Cnt 0, Clk pwr share 0.326, status complete, no violations, slack of the worst reg-to-reg path a little over 600 ps, Crit Reg-Reg Startpoint em.addr[1], min-delay worst type reg2reg, Post-Place Cell Area 4830 um2, worst-margin pin slew 844 ps, Vias/cell 5.30, TritonCTS sink count 91, fmax about 0.22 GHz, share of cells above drive strength 1 0.0914, post-DP HPWL between 6 and 7 mm, reg2reg path depth 12, top cells by count 91 x dfxtp_1, 70 x nor2_1, 51 x mux2i_1, via count 3357, Top area cell types dfxtp_1 39%, mux2i_1 11%, nor2_1 5.6%, ha_1 5.4%, buf_4 4.5%, Max Cap Viol 0, hold-fix buffer count after cts 0, Gate Count Post-Synth 507, first-pass detailed-route iteration total 6, Yosys chip area 4650 um2, # H-tree levels 3, Yosys top cell by area dfxtp_1, most common cell in the netlist dfxtp_1, CTS clk-pin slew, worst paths ~90 ps, CTS buffer count 9, synth warn 6, Critical Path Start Type register
metal layers:
layer  track usage  up-vias  part of all wire
li1              -     1706                 -
met1         0.334     1561              0.49
met2         0.340       75              0.46
met3        0.0325       15             0.036
met4        0.0356        0             0.015
met5             0        -                 0
layout by cell type, fill, tap and decap left out, drive strengths merged, types with 3 or more instances in the layout:
cell,Yosys,final
a22o,9,9
nor2,70,70
a21oi,11,11
o21ai,30,30
nor2b,7,7
conb,2,24
dfxtp,91,91
clkbuf,13,9
xnor2,6,6
mux2i,52,52
clkinv,2,7
nor4b,3,3
nor3,4,4
a211oi,8,8
nor3b,3,3
o31ai,7,7
ha,20,20
clkdlybuf4s50,0,29
mux2,14,14
or2,3,3
nand2b,6,6
inv,14,16
nand2,47,47
buf,43,7
o22ai,6,6
nand3,8,8
sequential cells by signal, summed over array words and instances (netlist names):
name / count
em.addr: 4
em.mem_in: 40
em.we: 1
memory.mem: 40
red0.prev: 1
red1.prev: 1
sync.buff: 2
sync.out: 2
stage by stage:
stage	total power (W)	util	std cells	setup WS, ps
after floorplan	0.000917	-	529	903
after global placement	0.000960	0.546	617	684
after detailed placement	0.000960	0.546	617	655
after CTS	0.00141	0.565	633	241
after global routing	0.00147	0.565	633	23.5
final	0.00140	0.565	633	276
worst min path at each step:
stage / start / endpoint / depth (start not counted)
after CTS: sync.buff[0] / sync.out[0] / 0
after global routing: sync.buff[0] / sync.out[0] / 0
final: sync.buff[0] / sync.out[0] / 0
final cells by class:
cell class,count,area (um2),share of cell area
timing repair buffer,36,343,0.0685
inverter,16,70.1,0.0140
clock buffer,9,124,0.0248
tap,108,135,0.0270
clock inverter,7,50.0,0.0100
multi-input combinational,366,2460,0.491
sequential,91,1820,0.364
critical path: stages (launching register included):
cell	delay, ps
dfxtp_1	630
inv_1	160
ha_1	460
nor3b_1	310
nor2_1	140
mux2_2	350
inv_1	130
ha_1	280
a211oi_1	100
a31oi_1	150
o21a_1	140
clkdlybuf4s50_1	440
power by group through the flow:
stage / logic, W / clock network (W) / registers [W]
5_1_grt: 0.000211 / 0.000501 / 0.000754
6_report: 0.000189 / 0.000455 / 0.000753
4_1_cts: 0.000191 / 0.000468 / 0.000753
cell families after synthesis:
logic type | synth area share
other | 0.00161
AOI/OAI and AO/OA | 0.127
adders and majority gates | 0.0538
muxes | 0.158
DFF | 0.392
xor gates and xnor gates | 0.0113
and+or+nand+nor | 0.159
buffers and inverters | 0.0976
Power is estimated from default activity; no workload was simulated.
