File: /design/flow/design.v
module Exercise1(
	input [0:0] SW,
	input CLOCK_50,
	output [7:0] cnt, cnt_raw,
	output [6:0] HEX5, HEX4, HEX1, HEX0);
	wire c = CLOCK_50;
	wire debounced_in, debounced_out;
	Synchroniser sync_in(.clk(c), .in(SW[0]), .out(debounced_in));
	Debouncer db(.clk(c), .in(debounced_in), .out(debounced_out));
	wire transDetec, transDetec_raw;
	TransitionDetector td(.clk(c), .in(debounced_out), .out(transDetec));
	TransitionDetector td_raw(.clk(c), .in(debounced_in), .out(transDetec_raw));
	Counter #(8) counter(.clk(c), .in(transDetec), .out(cnt));
	Counter #(8) counter_raw(.clk(c), .in(transDetec_raw), .out(cnt_raw));
	SSeg ss4(.bin(cnt[3:0]), .segs(HEX4));
	SSeg ss5(.bin(cnt[7:4]), .segs(HEX5));
	SSeg ss0(.bin(cnt_raw[3:0]), .segs(HEX0));
	SSeg ss1(.bin(cnt_raw[7:4]), .segs(HEX1));
endmodule	
module Synchroniser(clk, in, out);
	parameter n = 1;
	input clk;
	input [n-1:0] in;
	output reg [n-1:0] out;
	reg [n-1:0] buff;
	always @(posedge clk) begin
		buff <= in;
		out <= buff;
	end
endmodule
module TransitionDetector(input clk, in, output out);
	reg prev;
	always @(posedge clk)
		prev <= in;
	assign out = prev ^ in;
endmodule
module Counter
	#(parameter n = 1)
	(input clk, 
	input in, 
	output reg [n-1:0] out = 0);
	always @(posedge clk)
		if(in) out <= out + 1'b1;
endmodule
module SSeg (input [3:0] bin, output reg [6:0] segs);
    always @(*)
			case(bin)
				4'b0000: segs = ~7'b0111111;
				4'b0001: segs = ~7'b0000110;
				4'b0010: segs = ~7'b1011011;
				4'b0011: segs = ~7'b1001111;
				4'b0100: segs = ~7'b1100110;
				4'b0101: segs = ~7'b1101101;
				4'b0110: segs = ~7'b1111101;
				4'b0111: segs = ~7'b0000111;
				4'b1000: segs = ~7'b1111111;
				4'b1001: segs = ~7'b1101111;
				4'b1010: segs = ~7'b1110111;
				4'b1011: segs = ~7'b1111100;
				4'b1100: segs = ~7'b0111001;
				4'b1101: segs = ~7'b1011110;
				4'b1110: segs = ~7'b1111001;
				4'b1111: segs = ~7'b1110001;
			endcase
endmodule
module Debouncer(input clk, in, output reg out = 0);
	localparam millisecond = 50000;  
	localparam period = 10*millisecond;
	localparam size = $clog2(period);
	reg [size-1:0] cnt = 0, next_cnt;
	reg next_out;
	always @(posedge clk)
		{out, cnt} <= {next_out, next_cnt};
	always @(*) begin
		next_out = out;
		next_cnt = (in == out) ? 1'b0 : cnt + 1'b1;
		if (next_cnt == period) begin
			next_out = !out;
			next_cnt = 0;
		end
	end
endmodule
File: /design/flow/run.sh
#!/bin/bash
# OpenROAD 26Q1-2900-gdf79404cd8, Yosys 0.63+post, stock flow scripts
make -C /OpenROAD-flow-scripts/flow DESIGN_CONFIG=/design/flow/config.mk WORK_HOME=/design/flow/orfs finish
File: /design/flow/config.mk
export PLATFORM = sky130hd
export DESIGN_NAME = Exercise1
export DESIGN_NICKNAME = Exercise1
export VERILOG_FILES = /design/flow/design.v
export SDC_FILE = /design/flow/constraint.sdc
export NUM_CORES = 4
export LEC_CHECK = 1
export CORE_UTILIZATION = 40
File: /design/flow/constraint.sdc
current_design Exercise1

set clk_period 6.5
set clk_io_pct 0.2

create_clock -name clk0 -period $clk_period [get_ports {CLOCK_50}]

set non_clock_inputs [all_inputs -no_clocks]
set_input_delay [expr $clk_period * $clk_io_pct] -clock clk0 $non_clock_inputs
set_output_delay [expr $clk_period * $clk_io_pct] -clock clk0 [all_outputs]
==> metrics.yaml <==
hpwlAfterDp_mm: 3.78
htreeDepth: 2
hold-path-endpoint: "sync_in.out"
logic_area_sq_um: 1720
clock_latency_ns: 0.29
pre_cts_slack_ns: 3.16
simple_gate_share_pct: 22.2
grt_pass1_wl_mm: 9.16
setup_ws_ns: 2.88
cts.sinks: 40
post_cts_buffers: 0
syn_inst: 305
grt_max_degree: 23
synthArstFlopShare_pct: 0
rsz0062_at_grt: "false"
placementRows: 30
ys_types: 49
slowest_stage: "edfxtp_1"
viasPerCell: 5.10
synthFlopType: "dfxtp_1"
hold_violations: 0
synth-adder-area-share_pct: 11.2
ys_warn_count: 5
drc: 0
min_from: "sync_in.buff"
fill_cells: 634
hold_buffers: 0
ios: 46
clock.fmax_mhz: 276
die.size.y_um: 85.7
seq_area_sq_um: 971
ys_sh_xor_pct: 8.76
vias: 2251
aoi_share_pct: 11.9
cp_cell_sequence: "inv_1 > ha_1 > nor2b_1 > or3b_2 > o21ai_0 > clkdlybuf4s50_1"
finalSetupViolCount: 0
regToRegStartpoint: "db.cnt[0]"
wl_per_cell_um: 11.9
end_kind: "output port"
path_max_fanout: 8
port_buffers: 45
status: "finished, final reports clean"
mux_area_share_pct: 7.46
startpoint: "counter_raw.out[1]"
slowest_delay_ns: 0.51
clk_pin_slew_ns: 0.07
drt_wl_total_mm: 5.26
ff2ff_setup_slack_ns: 3.67
design.core.area_sq_um: 6790
fp.dieW_um: 85.7
hold_depth: 0
power_uw: 629
synth_area_leader_cell: "edfxtp_1"
start_kind: "flip-flop"
p_per_area_nw_per_um2: 184
num_antenna_cells: 0
tightest_slew_ns: 0.830
finalSetupTns_ns: 0
post-route-util_pct: 50.2
ant_nets: 0
log.warning_count: 45
ys_seq_share_pct: 34.7
dr.first_iter.drc_count: 109
gp_congestion: 0.802
finClkSkew_ns: 0.00681
hold_class: "flip-flop to flip-flop"
top_cell_area_share_pct: 18.2
drive_above_1_share_pct: 5.51
synth.cell_area_sq_um: 2800
critical_path_arrival_ns: 2.32
cts_resized: 0
top_cells_by_count: "35 x nor2_1, 25 x ha_1, 23 x dfxtp_1"
area_growth_pct: 21.9
grt_pass1_vias: 2003
cap_violations: 0
grt_usage_pct: 15.5
finalCriticalPeriod_ns: 3.62
first_pass_iters: 4
clockRootBuffer: "clkbuf_8"
logic_family: "simple AND/OR/NAND/NOR gates"
synth_flops: 40
initial_core_util_pct: 41.2
ys_area_sq_um: 2800
maxSlewViolCount: 0
ir_drop_mv: 0.0773
cp_data_required_time_ns: 5.20
cts_max_path_buffers: 2
die_area_sq_um: 7340
p_leak_nw: 1.34
whs_ns: 0.343
synth.area.top_cells: "edfxtp_1 18%, dfxtp_1 16%, ha_1 11%, xnor2_1 5.3%, nor2_1 4.7%"
antenna_found_initial: 0
cts_buffers: 5
cts_tree: "done"
worst_r2r_endpoint: "db.out"
r2r_cells: 6
criticalPathCategory: "flip-flop to output port"
syn_area_per_cell_sq_um: 9.18
finalCritPeriodShare_pct: 55.7
yosysMostFrequentCell: "nor2_1"
edf_count: 17
grt-ovfl-total: 0
max_slew_margin_pct: 44.5
ys_cells: 305
power breakdown:
group	switching [mW]	total, mW	internal, mW
clock	0.0801	0.165	0.0850
sequential	0.0319	0.309	0.277
combinational	0.0487	0.154	0.106
total	0.161	0.629	0.468
cell usage in the layout (no fill, tap or decap), types with 2 or more instances in the layout:
cell	Yosys	routed
nor3b_1	2	2
nand2_1	16	16
a22o_1	4	4
clkbuf_8	0	6
o21ai_0	12	12
o21a_1	2	2
nand3_1	13	13
and2_1	2	2
mux4_2	3	3
o22ai_1	3	3
nand2b_1	2	2
mux2i_1	13	13
and3_1	5	5
clkdlybuf4s50_1	0	45
ha_1	25	25
nor3_1	8	8
o211ai_1	2	2
nor4b_1	2	2
a32o_1	2	2
nor2_1	35	35
edfxtp_1	17	17
a21oi_1	14	14
a31oi_1	3	3
or3_1	3	3
nand4_1	6	6
xnor2_1	17	17
xor2_1	11	11
and4_1	3	3
clkinv_1	1	2
nor2b_1	8	8
a211oi_1	3	3
dfxtp_1	23	23
inv_1	13	13
or3b_2	2	2
or2_2	3	3
critical path, delay by kind of cell (launching register included):
kind	cells	cell delay, ns
DFF	1	0.51
and+or+nand+nor	2	0.54
adders and majority gates	1	0.25
buffers and inverters	2	0.66
AOI/OAI and AO/OA	1	0.09
metrics by stage:
step / cells / instance area, sq um
4_1_cts: 441 / 3410
2_1_floorplan: 305 / 2800
3_3_place_gp: 433 / 3320
3_5_place_dp: 433 / 3320
5_1_grt: 441 / 3410
6_report: 441 / 3410
cell families after synthesis:
family | Yosys count
AOI/OAI and AO/OA | 52
xor gates and xnor gates | 28
adders and majority gates | 25
buffers and inverters | 28
DFF | 40
muxes | 17
and+or+nand+nor | 115
area by class of cell:
type	count	share of cell area, %
sequential	40	28.4
clock buffer	7	2.53
tap	96	3.52
timing repair buffer	46	13.4
clock inverter	1	0.110
inverter	14	1.54
multi-input combinational	237	50.4
worst max-delay path by stage:
stage                     end
after CTS             HEX0[0]
after global routing  HEX0[0]
final                 HEX0[0]
registers in the layout (all words and copies together), names as in the netlist:
signal,flops
db.cnt,19
counter.out,8
td.prev,1
sync_in.out,1
db.out,1
counter_raw.out,8
sync_in.buff,1
td_raw.prev,1
per-layer routing:
metal	up-vias	wire length [um]	track usage [%]
met5	-	0	0
met4	0	46	1.36
met3	6	159	2.05
met2	38	2320	24.0
met1	1038	2730	25.1
li1	1169	-	-
Power figures rest on the tool's default switching activity, not on a simulated workload.
