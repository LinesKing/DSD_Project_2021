### flow/design.v
module Exercise1(
	input [0:0] SW,
	input CLOCK_50,
	output [7:0] cnt, cnt_raw,
	output [6:0] HEX5, HEX4, HEX1, HEX0);
	wire c = CLOCK_50;
	wire debounced_in, debounced_out;
	Synchroniser sync_in(.clk(c), .in(SW[0]), .out(debounced_in));
	Debouncer db(.clk(c), .in(debounced_in), .out(debounced_out));
	wire transDetec, transDetec_raw;
	TransitionDetector td(.clk(c), .in(debounced_out), .out(transDetec));
	TransitionDetector td_raw(.clk(c), .in(debounced_in), .out(transDetec_raw));
	Counter #(8) counter(.clk(c), .in(transDetec), .out(cnt));
	Counter #(8) counter_raw(.clk(c), .in(transDetec_raw), .out(cnt_raw));
	SSeg ss4(.bin(cnt[3:0]), .segs(HEX4));
	SSeg ss5(.bin(cnt[7:4]), .segs(HEX5));
	SSeg ss0(.bin(cnt_raw[3:0]), .segs(HEX0));
	SSeg ss1(.bin(cnt_raw[7:4]), .segs(HEX1));
endmodule	
module Synchroniser(clk, in, out);
	parameter n = 1;
	input clk;
	input [n-1:0] in;
	output reg [n-1:0] out;
	reg [n-1:0] buff;
	always @(posedge clk) begin
		buff <= in;
		out <= buff;
	end
endmodule
module TransitionDetector(input clk, in, output out);
	reg prev;
	always @(posedge clk)
		prev <= in;
	assign out = prev ^ in;
endmodule
module Counter
	#(parameter n = 1)
	(input clk, 
	input in, 
	output reg [n-1:0] out = 0);
	always @(posedge clk)
		if(in) out <= out + 1'b1;
endmodule
module SSeg (input [3:0] bin, output reg [6:0] segs);
    always @(*)
			case(bin)
				4'b0000: segs = ~7'b0111111;
				4'b0001: segs = ~7'b0000110;
				4'b0010: segs = ~7'b1011011;
				4'b0011: segs = ~7'b1001111;
				4'b0100: segs = ~7'b1100110;
				4'b0101: segs = ~7'b1101101;
				4'b0110: segs = ~7'b1111101;
				4'b0111: segs = ~7'b0000111;
				4'b1000: segs = ~7'b1111111;
				4'b1001: segs = ~7'b1101111;
				4'b1010: segs = ~7'b1110111;
				4'b1011: segs = ~7'b1111100;
				4'b1100: segs = ~7'b0111001;
				4'b1101: segs = ~7'b1011110;
				4'b1110: segs = ~7'b1111001;
				4'b1111: segs = ~7'b1110001;
			endcase
endmodule
module Debouncer(input clk, in, output reg out = 0);
	localparam millisecond = 50000;  
	localparam period = 10*millisecond;
	localparam size = $clog2(period);
	reg [size-1:0] cnt = 0, next_cnt;
	reg next_out;
	always @(posedge clk)
		{out, cnt} <= {next_out, next_cnt};
	always @(*) begin
		next_out = out;
		next_cnt = (in == out) ? 1'b0 : cnt + 1'b1;
		if (next_cnt == period) begin
			next_out = !out;
			next_cnt = 0;
		end
	end
endmodule
module Exercise2( 
	input CLOCK_50, 
	input [0:0] SW, 
	output [6:0] HEX5, HEX4, HEX3, HEX2, HEX1, HEX0);
	wire c = CLOCK_50;
	reg [39:0] mem = 40'h0987654321;
	wire [5:0] e; 
	wire [23:0] d; 
	RollingDisplay rd(.clk(c), .mem(mem), .fast(SW[0]), .d(d), .e(e));
	SSegEn s0(.bin(d[3:0]), .en(e[0]), .segs(HEX0)); 
	SSegEn s1(.bin(d[7:4]), .en(e[1]), .segs(HEX1)); 
	SSegEn s2(.bin(d[11:8]), .en(e[2]), .segs(HEX2)); 
	SSegEn s3(.bin(d[15:12]), .en(e[3]), .segs(HEX3)); 
	SSegEn s4(.bin(d[19:16]), .en(e[4]), .segs(HEX4)); 
	SSegEn s5(.bin(d[23:20]), .en(e[5]), .segs(HEX5)); 
endmodule
module RollingDisplay( 
	input clk, fast, 
	input [39:0] mem, 
	output reg [5:0] e, 
	output reg [23:0] d);
	localparam MaxCnt = 20_000;  
	localparam n = $clog2(MaxCnt); 
	localparam FastMC = 4_000;  
	reg [3:0] pos = 0, next_pos; 
	reg [n-1:0] cnt = 0, next_cnt; 
	always @(posedge clk) 
		{pos, cnt} <= {next_pos, next_cnt}; 
	always @(*) begin 
		next_cnt = cnt+1'd1; 
		next_pos = pos; 
		if (next_cnt >= (fast ? FastMC : MaxCnt)) begin 
			next_cnt = 0; 
			next_pos = pos+1'd1; 
		end 
	end
	always @(*) begin :need_name_to_define_local_variable 
		integer i; 
		for(i=0; i<=5; i=i+1) begin 
			e[i] = 0; 
			d[i*4 +: 4] = 4'bxxxx;  
			if ((1+i <= pos) && (pos <= 10+i)) begin 
				e[i] = 1; 
				d[i*4 +: 4] = mem[(pos-i-1)*4 +: 4]; 
			end 
		end 
	end 
endmodule
module SSegEn(
	input [3:0] bin, 
	input en, 
	output reg [6:0] segs); 
	always @(*) 
		if (en) 
			case (bin) 
				0: segs = 7'b100_0000; 
				1: segs = 7'b111_1001; 
				2: segs = 7'b010_0100; 
				3: segs = 7'b011_0000; 
				4: segs = 7'b001_1001; 
				5: segs = 7'b001_0010; 
				6: segs = 7'b000_0010; 
				7: segs = 7'b111_1000; 
				8: segs = 7'b000_0000; 
				9: segs = 7'b001_1000; 
				10: segs = 7'b000_1000; 
				11: segs = 7'b000_0011; 
				12: segs = 7'b100_0110; 
				13: segs = 7'b010_0001; 
				14: segs = 7'b000_0110; 
				15: segs = 7'b000_1110; 
			endcase 
		else segs = 7'b111_1111; 
endmodule
module Exercise3( 
	input CLOCK_50, 
	input [2:1] KEY, 
	input reset,
	output reg [3:0] num,
	output reg [3:0] addr,
	output [6:0] HEX5, HEX4, HEX3, HEX2, HEX1, HEX0); 
	wire c = CLOCK_50; 
	wire [1:0] in; 
	Synchroniser #(2) sync(.clk(c), .in(~KEY[2:1]), .out(in)); 
	wire inc, nxt; 
	RisingEdgeDetector red1(.clk(c), .in(in[1]), .out(inc)); 
	RisingEdgeDetector red0(.clk(c), .in(in[0]), .out(nxt)); 
	wire we; 
	wire [39:0] mem_in, mem;
	wire [5:0] e; 
	wire [23:0] d; 
	Memory #(40) memory(.clk(c), .reset(reset), .we(we), 
		.data_in(mem_in), .data_out(mem)); 
	EditMemory em(.clk(c), .inc(inc), .nxt(nxt), .reset(reset), 
		.we(we), .mem_in(mem_in), .mem(mem), .e(e), .d(d));
	always @(*) addr = d[19]*4'd8 + d[18]*4'd4 + d[17]*4'd2 + d[16]*4'd1;
	always @(*) num = d[3]*4'd8 + d[2]*4'd4 + d[1]*4'd2 + d[0]*4'd1;
	SSegEn s0(.bin(d[3:0]), .en(e[0]), .segs(HEX0)); 
	SSegEn s1(.bin(d[7:4]), .en(e[1]), .segs(HEX1)); 
	SSegEn s2(.bin(d[11:8]), .en(e[2]), .segs(HEX2)); 
	SSegEn s3(.bin(d[15:12]), .en(e[3]), .segs(HEX3)); 
	SSegEn s4(.bin(d[19:16]), .en(e[4]), .segs(HEX4)); 
	SSegEn s5(.bin(d[23:20]), .en(e[5]), .segs(HEX5)); 
endmodule
module RisingEdgeDetector(input clk, in, output out); 
	reg prev; 
	always @(posedge clk) 
		prev <= in; 
	assign out = !prev && in; 
endmodule
module Memory
	#(parameter bits = 1)
	(input clk, we, reset, 
	input [bits-1:0] data_in, 
	output [bits-1:0] data_out);
	reg [bits-1:0] mem;
	always @(posedge clk)
		if (reset) mem <= 0; 
		else if (we) mem <= data_in;
	assign data_out = mem; 
endmodule
module EditMemory( 
	input clk, inc, nxt, reset,
	output reg we = 0, 
	output reg [39:0] mem_in = 0, 
	input [39:0] mem, 
	output [5:0] e, 
	output [23:0] d);
	reg [3:0] addr = 0, next_addr; 
	reg next_we; 
	reg [39:0] next_mem_in;
	always @(posedge clk) {addr, we, mem_in} <= reset ? {4'd0, 1'd0, 40'bx} 
		: {next_addr, next_we, next_mem_in};
	always @(*) begin 
		next_we = 0; 
		next_mem_in = 40'bx; 
		next_addr = addr; 
		if (inc) begin 
			next_mem_in = mem; 
			next_mem_in[addr*4 +: 4] = (mem[addr*4 +: 4] + 1'd1) % 4'd10; 
			next_we = 1; 
		end 
		else if (nxt) 
			next_addr = (addr + 1'd1) % 4'd10; 
	end
	wire [3:0] d0 = mem[addr*4 +: 4]; 
	wire [3:0] d4 = (addr + 1'd1) % 4'd10; 
	wire [3:0] d5 = (addr + 1'd1) / 4'd10; 
	assign e = 6'b11_0001; 
	assign d = {d5, d4, {3{4'bx}}, d0}; 
endmodule	
module Exercise4(input CLOCK_50, input [3:3] KEY, output [9:0] LEDR);
	wire c = CLOCK_50; 
	assign LEDR[9:4] = 0;
	wire in; 
	Synchroniser sync(.clk(c), .in(!KEY[3]), .out(in));
	wire [1:0] mode; 
	ModeSelector ms(.clk(c), .in(in), .mode(mode));
	genvar i; 
	generate 
		for(i=0; i<=3; i=i+1) begin :leds 
			assign LEDR[i] = (mode == i); 
		end 
	endgenerate 
endmodule
module ModeSelector(input clk, in, output reg [1:0] mode); 
	localparam millisecond = 50; 
	localparam half_second = 500*millisecond; 
	localparam two_seconds = 4*half_second; 
	localparam size = $clog2(two_seconds);  
	reg [size-1:0] cnt = 0, next_cnt; 
	reg [1:0] next_mode; 
	always @(posedge clk) {mode, cnt} <= {next_mode, next_cnt}; 
	always @(*) begin 
		next_cnt = cnt+1'b1; 
		next_mode = mode; 
		if (in) begin 
			if (cnt == millisecond) next_mode = (mode == 2'd0) ? 2'd1 : 2'd0; 
			if (cnt == half_second) next_mode = 2'd2; 
			if (cnt >= two_seconds) begin 
				next_cnt = cnt; 
				next_mode = 2'd3; 
			end 
		end 
		else begin 
			next_cnt = 0; 
			if (cnt >= two_seconds) next_mode = 2'd0; 
		end 
	end 
endmodule
module Exercise6(
	input CLOCK_50, 
	input [3:1] KEY, 
	output [9:0] LEDR, 
	output reg [3:0] num,
	output reg [3:0] addr,
	output [6:0] HEX5, HEX4, HEX3, HEX2, HEX1, HEX0); 
	wire c = CLOCK_50; 
	assign LEDR[9:4] = 0; 
	wire [2:0] in; 
	Synchroniser #(3) sync(.clk(c), .in(~KEY[3:1]), .out(in)); 
	wire [1:0] mode; 
	ModeSelector ms(.clk(c), .in(in[2]), .mode(mode)); 
	wire reset = (mode == 2'd3); 
	wire fast = (mode == 2'd1); 
	wire roll = (mode == 2'd0) || (mode == 2'd1); 
	wire edit = (mode == 2'd2); 
	genvar i; 
	generate for(i=0; i<=3; i=i+1) begin :leds 
		assign LEDR[i] = (mode == i); 
		end 
	endgenerate 
	wire inc, nxt; 
	RisingEdgeDetector red1(.clk(c), .in(in[1]), .out(inc)); 
	RisingEdgeDetector red0(.clk(c), .in(in[0]), .out(nxt)); 
	wire we; 
	wire [39:0] mem_in, mem; 
	Memory #(40) memory(.clk(c), .reset(reset), .we(we), .data_in(mem_in), .data_out(mem));
	wire [5:0] roll_e; 
	wire [23:0] roll_d; 
	RollingDisplay rd(.clk(c), .mem(mem), .fast(fast), .d(roll_d), .e(roll_e)); 
	wire [5:0] edit_e; 
	wire [23:0] edit_d; 
	EditMemory em(.clk(c), .inc(edit ? inc : 1'b0), .nxt(edit ? nxt : 1'b0), .reset(reset), .we(we), .mem_in(mem_in), .mem(mem), .e(edit_e), .d(edit_d)); 
	wire [5:0] e = roll ? roll_e : edit_e; 
	wire [23:0] d = roll ? roll_d : edit_d; 
	always @(*) addr = d[19]*4'd8 + d[18]*4'd4 + d[17]*4'd2 + d[16]*4'd1;
	always @(*) num = d[3]*4'd8 + d[2]*4'd4 + d[1]*4'd2 + d[0]*4'd1;
	SSegEn s0(.bin(d[3:0]), .en(e[0]), .segs(HEX0)); 
	SSegEn s1(.bin(d[7:4]), .en(e[1]), .segs(HEX1)); 
	SSegEn s2(.bin(d[11:8]), .en(e[2]), .segs(HEX2)); 
	SSegEn s3(.bin(d[15:12]), .en(e[3]), .segs(HEX3)); 
	SSegEn s4(.bin(d[19:16]), .en(e[4]), .segs(HEX4)); 
	SSegEn s5(.bin(d[23:20]), .en(e[5]), .segs(HEX5)); 
endmodule
### flow/run.sh
#!/bin/bash
# OpenROAD 26Q1-2900-gdf79404cd8, Yosys 0.63+post, stock flow scripts
make -C /OpenROAD-flow-scripts/flow DESIGN_CONFIG=/design/flow/config.mk WORK_HOME=/design/flow/orfs finish
### flow/config.mk
export PLATFORM = sky130hd
export DESIGN_NAME = Exercise6
export DESIGN_NICKNAME = Exercise6
export VERILOG_FILES = /design/flow/design.v
export SDC_FILE = /design/flow/constraint.sdc
export NUM_CORES = 4
export LEC_CHECK = 1
export CORE_UTILIZATION = 40
### flow/constraint.sdc
current_design Exercise6

set clk_period 12.5
set clk_io_pct 0.2

create_clock -name clk0 -period $clk_period [get_ports {CLOCK_50}]

set non_clock_inputs [all_inputs -no_clocks]
set_input_delay [expr $clk_period * $clk_io_pct] -clock clk0 $non_clock_inputs
set_output_delay [expr $clk_period * $clk_io_pct] -clock clk0 [all_outputs]
==> CHANGELOG.md <==
### Metrics

* First-pass GRT wire length at between 40 and 50 mm
* Setup bufs post-CTS at 0
* Post-route antenna net violation count at 0
* Slowest CP cell: buf_4
* CP max FO at approximately 58
* Register-to-Register Setup Slack at approximately 8500 ps
* RSZ-0062 raised after global routing: no
* Final Skew at a little under 7 ps
* Max-area cell share at 0.2480
* GRT Overall Usage at 0.2206
* DR DRC count at 0
* Ys async rst share at 0
* Finish-stage setup viols at 0
* Post-DR wirelength/cell at approximately 18 microns
* DP Area at between 10000 and 15000 sq um
* Lkg Pwr at 4.433 nW
* Layout cells sized above 1 at 0.1161
* Most frequent cells after synthesis: nor2_1 (134), dfxtp_1 (129), nand2_1 (99)
* Worst path required time at approximately 10000 ps
* CTS sink count at 133
* Die ar. at between 20000 and 30000 sq um
* Instance count on the critical path at 16
* Slowest Stage Delay on Critical Path at between 500 and 600 ps
* Distinct cells, synth at ~95
* Vias/cell at just under 6
* F_max at roughly 130 MHz
* Worst Hold Class: flop to flop
* Max-cap violations at 0
* Met2 Usage GRT at 0.3132
* Number of standard cells reported by yosys at 1206
* Top delay family on crit path: buffers and inverters
* OpenROAD warning count at ~67
* Resize count post-CTS at 0
* YS warnings at 8
* WP buf/inv at 5
* Status: completed
* Clk root buf: clkbuf_16
* PwrDens at between 80 and 90 nW/um^2
* Final min period at about 7500 ps
* Row Count at around 58
* Period utilisation layout at 0.5985
* Initial DRT Pass Iterations at 5
* Fillers at roughly 2400
* Mapped Avg Cell Area at around 8.6 sq um
* Mapped Area at around 10000 sq um
* R2r worst-path depth at 13
* Worst Tran Pin Value at 899.5 ps
* Setup CP Type: flop to primary output
* Reg2reg end: em.mem_in[34]
* Pins Over Slew Limit at 0
* RR Startpoint: em.addr[0]
* Cells along the critical path: inv_1 > ha_2 > buf_4 > nand2b_1 > a311oi_1 > a221oi_4 > nor4_1 > a21o_1 > nand2_1 > inv_1 > ha_1 > inv_1 > a221oi_1 > a22oi_1 > o22ai_1 > clkdlybuf4s50_1
* Total core area at between 20000 and 30000 sq um
* Clk buf depth at 2
* CTS tree: done
* Init Core Util at 0.4112
* CP startpoint kind: flop
* Chip Width at 163.4 microns
* Worst setup endpoint: HEX3[3]
* Pre-CTS setup slack at about 5500 ps
* Final TNS setup at 0 ps
* Crit. Startpoint: rd.pos[1]
* Count of buffers from port buffering at 57
* Post-synthesis sequential area ratio at 0.2595
* Slew headroom at 0.3963
* Antenna violations before repair at 0
* Number of synthesized register bits at 133
* H-tree levels at 4
* Ant diodes at 0
* GRT busiest layer: met1
* Crit path DAT at 4980 ps
* Post-CTS Hold Fix Bufs at 0
* Largest net degree at the start of global routing at between 60 and 70
* Number of buffers created by CTS at 17
* YS chip area at between 10000 and 15000 sq um
* Die Ht at between 150 and 200 microns
* Total grt overflow at 0
* Post-Route WL at 28.24 mm
* Post-synth area hogs: dfxtp_1 (25%), mux2i_1 (9.2%), ha_1 (7.3%), mux4_2 (5.4%), nor2_1 (4.8%)
* GR Util met1 at 0.3404
* Dominant Register Cell: dfxtp_1
* Synthesis-to-layout area growth at 12.30%
* CP most frequent cell: inv_1
* Initial DRC Count at 814
* Final worst slack at between 5000 and 6000 ps
* Final instance area at between 10000 and 15000 sq um
* Worst setup EP type: primary output
* Vias in the first global route at 8337
* Post-synth EDFFs at 4
* Clock-pin slew on the worst setup and hold paths at around 70 ps
* Clock latency at the later pin of the worst-skew pair at between 400 and 500 ps
* Cell type with the largest total area: dfxtp_1
* GP Congestion at roughly 0.96
* Cell with the most instances after synthesis: nor2_1
* Vias post-DR at between 9000 and 10000
* Met3 usage at 0.05329
* Final tally of hold violations at 0
* DP Wirelength at 20.05 mm
* Cell count after synthesis at between 1000 and 1500
* VDD IR max at approximately 0.086 mV
* I/O pins at between 60 and 70
-- power by group --
part           switching (W)   total, W  leakage (nW)  internal (W)
sequential        0.00000873   0.000443          1.07      0.000434
clock               0.000221   0.000488         0.288      0.000267
combinational      0.0000270  0.0000483          3.07     0.0000213
-- routing by layer --
layer | wire length, microns | up-vias
met5 | 0 | -
met4 | 769 | 0
met3 | 2138 | 50
met2 | 11690 | 324
met1 | 13640 | 4284
li1 | - | 4468
-- cells by family after synthesis --
kind of cell,share of synthesized area
DFF,0.2595
buffers and inverters,0.06464
xor gates and xnor gates,0.04710
AOI/OAI and AO/OA,0.1897
adders and majority gates,0.07329
and+or+nand+nor,0.1808
other,0.0003601
muxes,0.1845
-- flip-flops by register name (all words and copies together) (netlist names), 3 cells and up --
signal and count:
rd.pos 4, rd.cnt 15, em.addr 4, memory.mem 40, ms.mode 4, em.mem_in 40, sync.out 3, ms.cnt 17
sync.buff 3
-- final cells by class --
cell class	instances	area, sq um	area share
clock buffers	17	425.4	0.03638
multi-input cells	939	7059	0.6036
flip-flops and latches	133	2705	0.2313
inverters	61	231.5	0.01979
well taps	330	412.9	0.03531
clock inverters	15	155.1	0.01327
repair buffers	75	705.7	0.06034
-- stage by stage --
stage | instances | hold WS [ps] | utilization | power (W)
6_report | 1570 | 326.0 | 0.4618 | 0.0009791
4_1_cts | 1570 | 326.9 | 0.4618 | 0.0009911
3_3_place_gp | 1538 | 310.4 | 0.4388 | 0.0005007
3_5_place_dp | 1538 | 312.1 | 0.4388 | 0.0005002
2_1_floorplan | 1211 | 309.6 | - | 0.0004814
5_1_grt | 1570 | 332.4 | 0.4618 | 0.001018
-- worst min-delay path by stage --
| stage | startpoint | to | slack [ps] | depth (start not counted) |
|---|---|---|---|---|
| after CTS | sync.buff[1] | sync.out[1] | 330 | 0 |
| after global routing | sync.buff[2] | sync.out[2] | 330 | 0 |
| final | sync.buff[2] | sync.out[2] | 330 | 0 |
-- cells in the final DEF, fill, tap and decap left out, drive strengths merged, types with 8 or more instances in the layout --
master,n
mux4,25
nand2b,8
xnor2,39
dfxtp,129
nand4,22
a221oi,8
clkdlybuf4s50,57
o22ai,10
mux2,35
nor2b,14
nand3,39
a21oi,37
clkbuf,17
nor3,18
xor2,10
inv,69
o21ai,72
or3,12
nand2,99
nor2,134
a211oi,8
ha,61
and3,10
a22o,10
a221o,10
buf,18
o221ai,11
mux2i,96
o211ai,10
a22oi,19
Power figures rest on the tool's default switching activity, not on a simulated workload.
